==> ./design.v <==
module sine_wave_gen(clk, F, dout);
input  clk, F;
output [7:0] dout;
reg [7:0] dout;
reg [7:0] a[0:100];
integer i, j, counter;
initial begin
    i = 0;
    j = 0;
    counter = 0;
    a[0] = 8'h7F;    a[1] = 8'h86; 
    a[2] = 8'h8E;    a[3] = 8'h96;
    a[4] = 8'h9E;    a[5] = 8'hA6;
    a[6] = 8'hAD;    a[7] = 8'hB5;
    a[8] = 8'hBC;    a[9] = 8'hC3;
    a[10] = 8'hC9;    a[11] = 8'hCF;
    a[12] = 8'hD5;    a[13] = 8'hDB;
    a[14] = 8'hE0;    a[15] = 8'hE5;
    a[16] = 8'hEA;    a[17] = 8'hEE;
    a[18] = 8'hF1;    a[19] = 8'hF5;
    a[20] = 8'hF7;    a[21] = 8'hFA;
    a[22] = 8'hFB;    a[23] = 8'hFC;
    a[24] = 8 'hFD;   a[25] = 8'hFE;
    a[26] = 8'hFD;    a[27] = 8'hFC;
    a[28] = 8'hFB;    a[29] = 8'hFA;
    a[30] = 8'hF7;    a[31] = 8'hF5;
    a[32] = 8'hF1;    a[33] = 8'hEE;
    a[34] = 8'hEA;    a[35] = 8'hE5;
    a[36] = 8'hE0;    a[37] = 8'hDB;
    a[38] = 8'hD5;    a[39] = 8'hCF;
    a[40] = 8'hC9;    a[41] = 8'hC3;
    a[42] = 8'hBC;    a[43] = 8'hB5;
    a[44] = 8'hAD;    a[45] = 8'hA6;
    a[46] = 8'h9E;    a[47] = 8'h96;
    a[48] = 8'h8E;    a[49] = 8'h86;
    a[50] = 8'h7F;    a[51] = 8'h77;
    a[52] = 8'h6F;    a[53] = 8'h67;
    a[54] = 8'h5F;    a[55] = 8'h57;
    a[56] = 8'h50;    a[57] = 8'h48;
    a[58] = 8'h41;    a[59] = 8'h3A;
    a[60] = 8'h34;    a[61] = 8'h2E;
    a[62] = 8'h28;    a[63] = 8'h22;
    a[64] = 8'h1D;    a[65] = 8'h18;
    a[66] = 8'h13;    a[67] = 8'hF;
    a[68] = 8'hC;     a[69] = 8'h8;
    a[70] = 8'h6;     a[71] = 8'h3;
    a[72] = 8'h2;     a[73] = 8'h1;
    a[74] = 8'h0;     a[75] = 8'h0;
    a[76] = 8'h0;     a[77] = 8'h1;
    a[78] = 8'h2;     a[79] = 8'h3;
    a[80] = 8'h6;     a[81] = 8'h8;
    a[82] = 8'hC;     a[83] = 8'hF;
    a[84] = 8'h13;    a[85] = 8'h18;
    a[86] = 8'h1D;    a[87] = 8'h22;
    a[88] = 8'h28;    a[89] = 8'h2E;
    a[90] = 8'h34;    a[91] = 8'h3A;
    a[92] = 8'h41;    a[93] = 8'h48;
    a[94] = 8'h50;    a[95] = 8'h57;
    a[96] = 8'h5F;    a[97] = 8'h67;
    a[98] = 8'h6F;    a[99] = 8'h77;
    a[100]=8'h7E;
end
    always @ (posedge clk)
    begin
    if(F == 0)
    begin
        if(i >= 100) 
            i = 0;
        else
            i=i+1;
     end
else
begin 
      if(counter >= 2-1)
            counter = 0;
      else 
            counter = counter +1;
      if(counter == 0)
      begin
            if(i >= 100)
                i = 0;
            else
                i = i+1;
      end 
 end 
 dout = a[i];
 end                                 
endmodule
==> ./run.sh <==
#!/bin/bash
# OpenROAD 26Q1-2900-gdf79404cd8, Yosys 0.63+post, stock flow scripts
make -C /OpenROAD-flow-scripts/flow DESIGN_CONFIG=/design/flow/config.mk WORK_HOME=/design/flow/orfs finish
==> ./config.mk <==
export PLATFORM = sky130hd
export DESIGN_NAME = sine_wave_gen
export DESIGN_NICKNAME = sine_wave_gen
export VERILOG_FILES = /design/flow/design.v
export SDC_FILE = /design/flow/constraint.sdc
export NUM_CORES = 4
export LEC_CHECK = 1
export CORE_UTILIZATION = 30
==> ./constraint.sdc <==
current_design sine_wave_gen

set clk_period 11.2
set clk_io_pct 0.2

create_clock -name clk0 -period $clk_period [get_ports {clk}]

set non_clock_inputs [all_inputs -no_clocks]
set_input_delay [expr $clk_period * $clk_io_pct] -clock clk0 $non_clock_inputs
set_output_delay [expr $clk_period * $clk_io_pct] -clock clk0 [all_outputs]
==> impl_metrics.json <==
{
  "status": "finished, final reports clean",
  "cts_hold_buffers": 0,
  "ys_types": 70,
  "syn_inst": 653,
  "path_max_fanout": 36,
  "register_area_sq_um": 2010,
  "peakVddDrop_mv": 0.0572,
  "h-tree-depth": 3,
  "critPathMostFrequentCell": "buf_4",
  "die_w_um": 138,
  "startpoint_type": "input port",
  "drtPass1Iterations": 6,
  "required_ns": 11.47,
  "fp_util_pct": 30.7,
  "via_per_inst": 5.49,
  "pin_count": 10,
  "min_from": "i[1]$_DFF_P_",
  "crit_path_end_kind": "flip-flop",
  "async_reset_ff_share_pct": 0,
  "syn_area_sq_um": 5510,
  "power.leakage_nw": 2.00,
  "postCtsSetupBuffers": 0,
  "cts_tree": "done",
  "comb_area_sq_um": 3230,
  "holdCritPathClass": "flip-flop to flip-flop",
  "dp_hpwl_um": 9080,
  "synth_flops": 72,
  "slew_viol_final": 0,
  "criticalPathCategory": "input port to flip-flop",
  "rows": 49,
  "rsz0062_at_grt": "no",
  "fmax_mhz": 154,
  "power.density_nw_per_um2": 114,
  "clock-sinks": 72,
  "setup_viol": 0,
  "period_used_pct": 58.0,
  "grt_pass1_wl_um": 22800,
  "hold_viol": 0,
  "avgRoutedWirePerCell_um": 15.4,
  "tool_warnings": 38,
  "port_buffers": 9,
  "worst_pin_slew_ns": 0.794,
  "cts_made_buffers": 9,
  "chip_area_sq_um": 18900,
  "relSlewSlack_pct": 46.8,
  "grt_usage_pct": 15.5,
  "ff_type": "edfxtp_1",
  "cp.arrival_ns": 6.76,
  "grt_max_degree": 37,
  "synth_warnings": 1,
  "finish.instance_area_sq_um": 6030,
  "grt_antenna_before_repair": 0,
  "yosysTopAreaCell": "edfxtp_1",
  "core_sq_um": 18000,
  "yosysSeqAreaShare_pct": 36.5,
  "synth.avg_cell_area_sq_um": 8.44,
  "placed_area_sq_um": 5750,
  "drtIter0Drc": 310,
  "clk_pin_slew_ns": 0.07,
  "cpPeakStageDelay_ns": 0.52,
  "clock_latency_ns": 0.34,
  "hold_slack_ns": 0.643,
  "fillers": 1847,
  "syn_to_final_growth_pct": 9.52,
  "clock_path_buffers": 2,
  "root_buffer": "clkbuf_16",
  "drive_above_1_share_pct": 7.92,
  "crit_slowest_cell": "clkinv_2",
  "ant_nets": 0,
  "period_needed_ns": 6.49,
  "grt_pass1_vias": 4389,
  "finClkSkew_ns": 0.00861,
  "utilization_pct": 33.6,
  "route.detailed.drc": 0,
  "dieHeight_um": 138,
  "gp_congestion": 0.947,
  "ys_chip_area_sq_um": 5510,
  "critPathLaunch": "F",
  "wirelength_um": 13500,
  "cts_resized": 0,
  "grt-ovfl-total": 0,
  "setup_tns_ns": 0,
  "synth_top_area_share_pct": 31.1,
  "antenna_cells": 0,
  "vias": 4793,
  "cap_viol_max_count": 0,
  "r2r_start": "counter[0]$_DFFE_PP_",
  "area_leaders": "edfxtp_1, nor2_1, dfxtp_1, xor2_1, xnor2_1",
  "crit_path_cell_trace": "clkdlybuf4s50_1, buf_4, inv_1, nor2_1, o31a_1, buf_4, clkinv_2, o21ai_2, buf_4, o31a_1, clkinv_2, nand2_2, a21oi_1, or4b_1, a22oi_1",
  "ys_cells": 653,
  "edf_count": 57
}
critical path, delay by kind of cell:
kind	cells	cell delay, ns
compound gates	5	1.07
simple gates	3	0.89
buf+inv	7	2.49
flip-flops by register name, summed over array words and instances, names as in the netlist:
signal,flops
counter,32
dout,8
i,32
cell usage after synthesis, types with 11 or more instances:
cell and n:
nor2_1 96, nand4_1 11, a21oi_1 30, clkbuf_1 23
ha_1 16, nand3_1 38, nor3_1 22, o21ai_0 37
xor2_1 28, inv_1 17, edfxtp_1 57, nand2_1 51
nor4_1 21, xnor2_1 23, dfxtp_1 15, and3_1 16
layer usage:
layer	routed length (um)	global-route usage, %
met3	765	2.82
met5	0	0
met2	5700	22.0
met1	6640	25.0
met4	365	3.60
path summary, 6_finish.rpt:
kind	to	slack, ns	cells after the start
hold reg to reg	i[1]$_DFF_P_	0.64	2
hold / removal	i[1]$_DFF_P_	0.64	2
setup reg to reg	dout[1]$_DFF_P_	5.45	20
setup / recovery	dout[4]$_DFF_P_	4.71	15
cells by family after synthesis:
group / after synthesis / share of synthesized area (%)
buffers and inverters: 61 / 4.82
AND/OR/NAND/NOR: 300 / 27.6
XOR/XNOR: 51 / 8.11
adder cells (fa/ha/maj): 16 / 3.63
flip-flops: 72 / 36.5
multiplexers: 9 / 1.70
AND-OR/OR-AND: 144 / 17.6
cells in the final DEF, fill, tap and decap left out, drive strengths merged, types with 5 or more instances in the layout:
cell type	count
a211oi	8
a21oi	30
a31oi	7
and2	6
and3	16
and4	8
buf	6
clkbuf	9
clkdlybuf4s50	9
dfxtp	15
edfxtp	57
ha	16
inv	23
mux2i	6
nand2	53
nand3	38
nand4	13
nor2	96
nor2b	6
nor3	22
nor4	25
o21ai	44
o22ai	6
o31a	8
o31ai	5
or3	8
xnor2	23
xor2	28
per-stage QoR:
step,cells,setup slack [ns],total power (W)
after detailed placement,857,4.40,0.000407
after CTS,873,4.73,0.000694
final,873,4.71,0.000687
after global placement,857,4.48,0.000408
after global routing,873,4.31,0.000717
after floorplan,653,6.38,0.000382
where the power goes:
group           total, W  leakage [nW]  internal [W]  switching, W
Clock           0.000283         0.135      0.000154      0.000129
Combinational  0.0000776          1.13     0.0000330     0.0000446
Sequential      0.000326         0.727      0.000306     0.0000199
Total           0.000687          2.00      0.000493      0.000194
final cells by class:
class,count,share of cell area (%)
tap,229,4.75
clock buffer,9,3.73
timing repair buffer,15,2.24
multi-input combinational,520,53.6
sequential,72,33.3
inverter,21,1.35
clock inverter,7,1.02
Power figures rest on the tool's default switching activity, not on a simulated workload.
