==> flow/run.sh <==
#!/bin/bash
# OpenROAD 26Q1-2900-gdf79404cd8, Yosys 0.63+post, stock flow scripts
make -C /OpenROAD-flow-scripts/flow DESIGN_CONFIG=/design/flow/config.mk WORK_HOME=/design/flow/orfs finish
==> flow/config.mk <==
export PLATFORM = sky130hd
export DESIGN_NAME = viterbi
export DESIGN_NICKNAME = viterbi
export VERILOG_FILES = /design/flow/design.v
export SDC_FILE = /design/flow/constraint.sdc
export NUM_CORES = 4
export LEC_CHECK = 1
export CORE_AREA = 10 10 70 70
export DIE_AREA = 0 0 80 80
==> flow/constraint.sdc <==
current_design viterbi

set clk_period 1.0
set clk_io_pct 0.2

create_clock -name clk0 -period $clk_period [get_ports {clk}]

set non_clock_inputs [all_inputs -no_clocks]
set_input_delay [expr $clk_period * $clk_io_pct] -clock clk0 $non_clock_inputs
set_output_delay [expr $clk_period * $clk_io_pct] -clock clk0 [all_outputs]
==> flow/design.v <==
module viterbi(
  input clk,
  output reg [11:0]ans
);
reg [1:0]state;
reg st;
reg  [0:0] array [5:0];
reg [2:0]i;
reg [1:0]next_state;
reg [1:0]out;
reg reset;
initial begin 
state = 0;
out = 0;
next_state = 0;
i = 0;
ans = 0;
end
always@(posedge clk)begin
 array[0]= 1'b0;
 array[1]= 1'b1;
 array[2]= 1'b1;
 array[3]= 1'b1;
 array[4]= 1'b0;
 array[5]= 1'b0;
end
 always@(posedge clk)
 begin
	ans = {ans[9:0] , out};
 end
always@(state,st )
    begin
      case(state )
        2'b00:
          begin
            if(st ==0)begin
					next_state = 2'b00;
					out = 2'b00;
				end
           else if(st ==1)begin
				next_state = 2'b10;
				out = 2'b11;
				end				
          end
        2'b01:
          begin
            if(st ==0)begin
					next_state = 2'b00;
					out = 2'b11;
				end
           else if(st ==1)begin
				next_state = 2'b10;
				out = 2'b00;
				end				
          end
        2'b10:
          begin
            if(st ==0)begin
					next_state = 2'b01;
					out = 2'b10;
				end
           else if(st ==1)begin
				next_state = 2'b11;
				out = 2'b01;
				end				
          end
        2'b11:     
		  begin
            if(st ==0)begin
					next_state = 2'b01;
					out = 2'b01;
				end
           else if(st ==1)begin
				next_state = 2'b11;
				out = 2'b10;
				end				
          end
      endcase    
  end
always@(posedge clk )begin 		
	state <= next_state; 
	end
always@( posedge clk)begin
	if(i < 6)begin
		st= array[i];
		end
		else begin
			i = 0;
		end
	   i = i + 1;
end
endmodule
==> job_summary.md <==
## Synthesis and layout report

| Metric | Value |
|---|---|
| Dpl cell area | 639 um^2 |
| Clk buf depth | 2 |
| Power Dens Cells | 1760 nW/um^2 |
| Routed via count | 260 |
| Final Cycle Share | 95.5% |
| Worst-Margin Slew | 0.181 ns |
| Core Footprint | 3420 um^2 |
| Reg2reg setup slack | 0.05 ns |
| P&R area growth vs syn | 43.1% |
| Drt drc | 0 |
| Cell Type Count | 12 |
| GP Congestion | 0.747 |
| Seq share, synth | 82.2% |
| Crit-path max FO | 4 |
| Vias in the first global route | 246 |
| Logic area | 82.6 um^2 |
| Die width | 80 um |
| Vias per cell | 2.80 |
| Class of the worst hold path | reg2reg |
| Leakage | 0.000292 uW |
| Drt pass-1 iters | 2 |
| Largest net degree at the start of global routing | 11 |
| Slew Limit Fails | 0 |
| Fmax | 1050 MHz |
| DR iter-0 viols | 7 |
| Syn avg cell area | 15.0 um^2 |
| Status | finished, final reports clean |
| Startpoint class of the critical path | flop |
| Clock slew at reported path FFs | 0.09 ns |
| WL final | 686 um |
| Filler Cell Count | 382 |
| Share of cells above drive strength 1 | 68.1% |
| Placed Cells incl. Taps | 89 |
| Final hold vios | 0 |
| H-tree level count | 1 |
| CTS tree | built |
| Top delay family on crit path | flip-flops |
| Yosys stat area | 450 um^2 |
| Hpwl dp | 512 um |
| WP buf/inv | 0 |
| Maximum VDD drop | 0.000454 V |
| Top cell excl fill/tap | dfxtp_2 |
| Global-route wire length before repair | 1100 um |
| Final instance area | 644 um^2 |
| Post-synth regs | 18 |
| CP required | 1.18 ns |
| Post-Place Setup Slack | -0.00476 ns |
| CP endpoint kind | flop |
| Headroom to the max-slew limit | 87.9% |
| Pre-Place Util | 13.2% |
| Clk_skew | 0.00276 ns |
| Routed len/inst | 7.38 um |
| TritonCTS Sinks | 18 |
| All-Layer GR Usage | 2.13% |
| CTS buffer count | 3 |
| Fin worst setup slack | 0.0454 ns |
| Most frequent logic cells in the routed design | dfxtp_2 (11), clkbuf_2 (10), dfxtp_1 (6) |
| Tool warnings | 25 |
| Delay of the slowest critical-path stage | 0.36 ns |
| Crit Path Category | reg2reg |
| Synth warnings | 2 |
| Critical Path AT | 1.14 ns |
| Layout Cells excl Fill | 93 |
| Clock Tree Root | clkbuf_4 |
| Die height | 80 um |
| Crit-path cells | nand2_2 > and2_4 > ha_2 > xnor2_1 |
| Total global routing overflow | 0 |
| Ys cells | 30 |
| Die area | 6400 um^2 |
| FF+latch area | 384 um^2 |
| Post-synthesis cell count | 30 |
| Antenna viol nets, final | 0 |
| Critical path's slowest cell | dfxtp_2 |
| Final setup viols | 0 |
| Initial antenna violation count | 0 |
| Minimum clock period | 0.955 ns |
| IO Pins | 13 |
| Pwr Total | 1140 uW |
| # port buffers | 12 |
| Area of the mapped netlist | 450 um^2 |
| Hold_ws | 0.353 ns |
| Antenna Cells | 0 |
| Late-Pin Clk Latency | 0.28 ns |
| Max Cap Violations | 0 |
| Cell Rows | 21 |
[power breakdown]
group	switching (uW)	total (uW)	internal (uW)	leakage (uW)
Sequential	0	721	721	0.000154
Combinational	0	0.000117	0	0.000117
Clock	193	415	221	0.0000210
Total	193	1140	942	0.000292
[final timing paths]
path,startpoint,depth (start not counted),to
min,ans[2],0,ans[4]
max reg2reg,i[1],4,i[2]
min reg2reg,ans[2],0,ans[4]
max,i[1],4,i[2]
[cells by family after synthesis]
group | count (synthesis) | share of synthesized area (%)
and+or+nand+nor | 5 | 5.84
DFF | 18 | 82.2
AOI/OAI and AO/OA | 1 | 1.67
buffers and inverters | 2 | 1.67
adders and majority gates | 1 | 2.78
xor gates and xnor gates | 3 | 5.83
[timing repair]
action                     CTS  global route
resized                     36            14
setup endpoints to repair   13            12
buffers inserted             0             0
hold buffers                 0             0
[cell type report]
class                   instances  share of cell area, %
well taps                      46                   8.93
clock buffers                   4                   5.63
inverters                       1                  0.583
multi-input cells              10                   12.8
flip-flops and latches         18                   59.6
repair buffers                 14                   12.4
[cells in the mapped netlist (all sizes together)]
master	number	area, um^2
dfxtp	17	340
nand2b	1	6.26
edfxtp	1	30.0
a21o	1	7.51
clkbuf	1	3.75
xnor2	1	8.76
ha	1	12.5
nor2b	1	6.26
nand2	2	7.51
and2	1	6.26
inv	1	3.75
xor2	2	17.5
[worst register-to-register path: cells and delay by family, from the launching register on]
family | cells | cell delay (ns)
XOR/XNOR | 1 | 0.11
AND/OR/NAND/NOR | 2 | 0.21
flip-flops | 1 | 0.36
adder cells (fa/ha/maj) | 1 | 0.17
[metal layers]
layer	wire length [um]	part of all wire, %	vias to the layer above	global-route usage [%]
li1	-	-	129	-
met1	383	56	115	2.60
met2	230	34	16	3.05
met3	72	10	0	1.59
met4	0	0	0	0.176
met5	0	0	-	0
[flip-flops by register name, indices dropped and copies added, names as in the netlist]
name and flops:
ans 12, i 3, state 2, st 1
[metrics by stage]
step / TNS (ns) / util (%)
after floorplan: 0 / -
after global placement: 0 / 18.7
after detailed placement: -0.00476 / 18.7
after CTS: 0 / 20.0
after global routing: -0.0109 / 18.9
final: 0 / 18.9
Power and IR drop assume default switching activity.
