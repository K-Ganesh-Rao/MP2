$ cat flow/design.v
module test1 (
  input  clk,
  input  [11:0] received_bits,  
  output reg [3:0] decoded_bit  
);
reg [11:0] cw [0:15];  
reg [3:0] hd_a [0:15];  
reg [3:0] hd, min;
reg [4:0] i, j;
reg [1:0] state;
parameter IDLE = 2'b00, CALC_HD = 2'b01, FIND_MIN = 2'b10, DECODE = 2'b11;
initial begin
  hd = 0;
  min = 4'b1111;
  state = IDLE;
  i = 0;
  j = 0;
  decoded_bit = 0;
end
always @(posedge clk) begin
  cw[0]  <= 12'b000000000000;
  cw[1]  <= 12'b000000111011;
  cw[2]  <= 12'b000011101100;
  cw[3]  <= 12'b000011010111;
  cw[4]  <= 12'b001110110000;
  cw[5]  <= 12'b001110001011;
  cw[6]  <= 12'b001101011100;
  cw[7]  <= 12'b001101100111;
  cw[8]  <= 12'b111011000000;
  cw[9]  <= 12'b111011111011;
  cw[10] <= 12'b111000101100;
  cw[11] <= 12'b111000010111;
  cw[12] <= 12'b110101110000;
  cw[13] <= 12'b110101001011;
  cw[14] <= 12'b110110011100;
  cw[15] <= 12'b110110100111;
end
always @(posedge clk) begin
  case(state)
    IDLE: begin
      hd <= 0;
      min <= 4'b1111;
      i <= 0;
      j <= 0;
      state <= CALC_HD;
    end
    CALC_HD: begin
	 if(j < 16)begin
		if(i <12)begin
			if(cw[j][i] != received_bits[i])begin
				hd <= hd + 1;
			end
				i <= i+1;
		end
	 hd_a[j] <= hd;
	 j <= j+1;	
	 end
	else begin
	  state <= FIND_MIN;
		j <= 0;
		i <= 0;
	end
	 end
    FIND_MIN: begin
      if (j < 16) begin
        if (hd_a[j] < min && hd_a[j] != 0) begin
          min <= hd_a[j];
        end
      end else begin
        state <= DECODE;
        j <= 0;
      end
		 j <= j + 1;
    end
    DECODE: begin
      if (j < 16) begin
        if (hd_a[j] == min) begin
          decoded_bit <= j;
        end
      end
		 j <= j + 1;
    end
  endcase
end
endmodule
$ cat flow/run.sh
#!/bin/bash
# OpenROAD 26Q1-2900-gdf79404cd8, Yosys 0.63+post, stock flow scripts
make -C /OpenROAD-flow-scripts/flow DESIGN_CONFIG=/design/flow/config.mk WORK_HOME=/design/flow/orfs finish
$ cat flow/config.mk
export PLATFORM = sky130hd
export DESIGN_NAME = test1
export DESIGN_NICKNAME = test1
export VERILOG_FILES = /design/flow/design.v
export SDC_FILE = /design/flow/constraint.sdc
export NUM_CORES = 4
export LEC_CHECK = 1
export CORE_UTILIZATION = 50
$ cat flow/constraint.sdc
current_design test1

set clk_period 4.8
set clk_io_pct 0.2

create_clock -name clk0 -period $clk_period [get_ports {clk}]

set non_clock_inputs [all_inputs -no_clocks]
set_input_delay [expr $clk_period * $clk_io_pct] -clock clk0 $non_clock_inputs
set_output_delay [expr $clk_period * $clk_io_pct] -clock clk0 [all_outputs]
==> flow_summary.json <==
{
  "outcome": "complete, no violations",
  "syn_to_final_growth_pct": 10.5,
  "synth.avg_cell_area_um2": 15.4,
  "globalRouteOverflowTotal": 0,
  "leakage_uw": 0.00137,
  "postSynthCellCount": 266,
  "maxCapViolCount": 0,
  "yosys_warnings": 2,
  "portBuffers": 16,
  "dieHeight_um": 92.6,
  "ioPinCount": 17,
  "coreArea_mm2": 0.00785,
  "cts_buffers": 9,
  "chip_area_mm2": 0.00857,
  "cts_tree": "yes",
  "hold_violations": 0,
  "relSlewSlack": 0.582,
  "grt_pass1_wl_um": 12200,
  "grt_pass1_vias": 2266,
  "drive_above_1_share": 0.156,
  "grt_max_degree": 22,
  "ys_ff": 88,
  "finalCriticalPeriod_ns": 3.13,
  "ys_chip_area_mm2": 0.00410,
  "cts_hold_buffers": 0,
  "clock_skew_ns": 0.0108,
  "worst_pin_slew_ns": 0.625,
  "synth_top_area_share": 0.608,
  "cts.repair.resized": 0,
  "async_flop_share": 0,
  "wl_per_cell_um": 19.1,
  "drtAntennaViolNets": 0,
  "setup_viol": 0,
  "drc": 0,
  "fp-utilization": 0.522,
  "setup_tns_ns": 0,
  "gp_congestion": 0.838,
  "cp.required_ns": 4.82,
  "fmax_mhz": 320,
  "rsz0062_at_grt": "no",
  "worst_hold_path_type": "flop to flop",
  "drv_slew": 0,
  "vias": 2144,
  "cp.arrival_ns": 3.15,
  "yosysCellCount": 266,
  "pre_cts_slack_ns": 1.65,
  "grt_usage": 0.212,
  "worst_slack_ns": 1.67,
  "clock-root-buffer": "clkbuf_8",
  "area_leaders": "edfxtp_1 (61%), mux4_2 (10%), ha_1 (4.6%)",
  "htree_num_levels": 3,
  "peakVddDrop_uv": 168,
  "dr.pass1.iters": 4,
  "start_kind": "flop",
  "enable_flop_cells": 83,
  "path_clk_slew_ns": 0.09,
  "min_period_over_period": 0.652,
  "vias_per_cell": 5.50,
  "warnings": 32,
  "synth.distinct_cells": 39,
  "clockBufferDepth": 2,
  "num_antenna_cells": 0,
  "ff_type": "edfxtp_1",
  "dp_hpwl_um": 5160,
  "power_density_mw_per_mm2": 293,
  "ys_seq_share": 0.632,
  "syn_area_mm2": 0.00410,
  "critical_path_peak_fanout": 21,
  "crit_type": "flop to flop",
  "largest_area_cell": "edfxtp_1",
  "cts_setup_buffers": 0,
  "cts_sinks": 88,
  "worstSkewPairLatency_ns": 0.36,
  "routed_wl_um": 7440,
  "endpoint_kind": "flop",
  "grt_antenna_before_repair": 0,
  "drtIter0Drc": 90,
  "rows": 32,
  "chipWidth_um": 92.6
}
[placed cells by master (no fill, tap or decap), types with 3 or more instances in the layout]
cell type	count
clkbuf_8	9
a21oi_1	4
xor2_1	5
xnor2_1	4
a211oi_1	3
dfxtp_1	5
nand2b_1	3
ha_1	15
o21ai_0	3
edfxtp_1	83
nor2_1	18
a22o_1	3
nand3_1	9
a22oi_2	5
and2_1	21
nand2_1	7
nor2b_1	11
inv_1	10
o21a_1	4
mux4_2	19
clkdlybuf4s50_1	16
[cell usage after synthesis, types with 4 or more instances]
| cell | number |
|---|---|
| inv_1 | 10 |
| a21oi_1 | 4 |
| xor2_1 | 5 |
| xnor2_1 | 4 |
| mux4_2 | 19 |
| nor2_1 | 18 |
| buf_2 | 5 |
| o21a_1 | 4 |
| and2_1 | 21 |
| nand2_1 | 7 |
| edfxtp_1 | 83 |
| a22oi_2 | 5 |
| nand3_1 | 9 |
| nor2b_1 | 11 |
| ha_1 | 15 |
| dfxtp_1 | 5 |
| clkbuf_1 | 5 |
[report_power, final]
part / total [uW] / switching, uW / internal (uW)
clock network: 490 / 286 / 204
logic: 11.4 / 1.38 / 10.0
registers: 825 / 0 / 825
total: 1330 / 288 / 1040
[worst max-delay path, stage by stage (launching register included)]
cell and delay [ns]:
dfxtp_1 0.33, buf_4 0.35, mux4_2 0.57, a22oi_2 0.25
nand2_1 0.12, ha_1 0.29, nor2b_1 0.13, o21a_1 0.16
o21ai_0 0.15, nand3_1 0.09, o22ai_1 0.35
[per-layer routing]
layer | track usage | vias up | part of all wire
met2 | 0.291 | 69 | 0.45
li1 | - | 1049 | -
met3 | 0.0785 | 6 | 0.078
met5 | 0 | - | 0
met4 | 0.0208 | 0 | 0.0099
met1 | 0.384 | 1020 | 0.46
[kinds of logic (layout without fill, tap and decap cells)]
logic type / count (synthesis) / in the layout / synth area share
AND-OR/OR-AND: 32 / 32 / 0.0619
XOR/XNOR: 9 / 9 / 0.0192
adder cells (fa/ha/maj): 15 / 15 / 0.0458
buffers and inverters: 22 / 44 / 0.0262
flip-flops: 88 / 88 / 0.632
multiplexers: 20 / 20 / 0.107
AND/OR/NAND/NOR: 80 / 80 / 0.108
[sequential cells by signal, indices dropped and copies added (netlist names)]
signal,flops
j,5
i,5
state,2
decoded_bit,4
hd_a,64
hd,4
min,4
[per-stage QoR]
step                      instance area [um2]  instances   util  hold slack (ns)  total power [uW]
after floorplan                          4100        266      -            0.406               845
after global placement                   4330        374  0.552            0.412               854
after detailed placement                 4330        374  0.552            0.415               854
after CTS                                4530        390  0.577            0.438              1340
after global routing                     4530        390  0.577            0.452              1370
final                                    4530        390  0.577            0.436              1330
[layout make-up]
type / instances / area (um2)
Clock buffer: 9 / 124
Sequential cell: 88 / 2590
Clock inverter: 7 / 72.6
Tap cell: 102 / 128
Inverter: 10 / 37.5
Timing Repair Buffer: 18 / 175
Fill cell: 648 / 3320
Multi-Input combinational cell: 156 / 1400
[final timing paths]
check	start	endpoint	slack [ns]	cells past startpoint
hold / removal	j[0]	decoded_bit[0]	0.44	0
hold reg to reg	j[0]	decoded_bit[0]	0.44	0
setup reg to reg	j[0]	min[1]	1.67	10
setup / recovery	j[0]	min[1]	1.67	10
Power and IR drop assume default switching activity.
